## flow/design.v

```verilog
`timescale 1ns / 1ps
module button_debouncer(
    input clk, reset,
    input button_in,
    output button_out
    );
    wire Q1, Q2;
    dff d1(.clk(clk),.D(button_in), .Q(Q1));
    dff d2(.clk(clk),.D(Q1), .Q(Q2));
    assign button_out = Q1 & ~Q2;
endmodule
`timescale 1ns / 1ps
module dff(
    input D,
    input clk,
    output Q
    );
    reg Q;
    always @ (posedge clk) begin
        Q <= D;
    end
endmodule
`timescale 1ns / 1ps
module top (
    input clk,
    input submit,
    input nextLevel,
    input reset,
    input [3:0] data,
    output reg[2:0] out
);
    reg [3:0] bram [0:9];
    reg [3:0] addr;
    integer i;
    wire nextLevelNew;
    wire submitNew;
    button_debouncer bd1 (.clk(clk), .reset(reset), .button_in(submit), .button_out(submitNew));
    button_debouncer bd2 (.clk(clk), .reset(reset), .button_in(nextLevel), .button_out(nextLevelNew));
    initial begin
        for (i = 0; i < 10; i = i + 1) begin
            bram[i] = (13 * i + 46) % 16;  
        end
        out <= 3'b000;
        addr <= 0;
    end
    always @(posedge clk or posedge reset) begin
        if (reset) begin
            out <= 3'b000;
            addr <= 0;
        end
        else if (submitNew) begin
            if (data == bram[addr])
                out <= 3'b010;
            else
                out <= 3'b001;
        end
        else if (nextLevelNew) begin
            if (addr < 9)
                addr <= addr + 1;
            else
                addr <= 0;
            out <= 3'b000;
        end
    end
endmodule
```

## flow/run.sh

```bash
#!/bin/bash
# OpenROAD 26Q1-2900-gdf79404cd8, Yosys 0.63+post, stock flow scripts
make -C /OpenROAD-flow-scripts/flow DESIGN_CONFIG=/design/flow/config.mk WORK_HOME=/design/flow/orfs finish
```

## flow/config.mk

```make
export PLATFORM = sky130hd
export DESIGN_NAME = top
export DESIGN_NICKNAME = top
export VERILOG_FILES = /design/flow/design.v
export SDC_FILE = /design/flow/constraint.sdc
export NUM_CORES = 4
export LEC_CHECK = 1
export CORE_AREA = 10 10 70 70
export DIE_AREA = 0 0 80 80
```

## flow/constraint.sdc

```tcl
current_design top

set clk_period 2.8
set clk_io_pct 0.2

create_clock -name clk0 -period $clk_period [get_ports {clk}]

set non_clock_inputs [all_inputs -no_clocks]
set_input_delay [expr $clk_period * $clk_io_pct] -clock clk0 $non_clock_inputs
set_output_delay [expr $clk_period * $clk_io_pct] -clock clk0 [all_outputs]
```

==> impl_metrics.py <==
# Generated from Yosys and OpenROAD reports
metrics = {
    "yosys": {
        "netlist_area_um2": 480,
        "synth_flops": 10,
        "yosys.stat.seqShare_pct": 47.9,
        "synthCells": 47,
        "yosys_area_um2": 480,
        "yosys_cells": 47,
        "synth_cell_type_count": 23,
        "yosys_warnings": 2,
        "postSynthAreaPerCell_um2": 10.2,
    },
    "route": {
        "antenna_violating_nets_post_route": 0,
        "avgViaCountPerCell": 3.37,
        "dr.pass1.iters": 3,
        "num_vias": 354,
        "met2_wire_length_um": 303,
        "highest_layer_used_for_signal_routing": "met3",
        "post-route-drc-count": 0,
        "n_antenna_cell": 0,
        "post_drt_wl_per_cell_um": 8.79,
        "drt_first_iter_violations": 22,
        "wl_met1_um": 476,
        "met3WireLength_um": 143,
        "drt-total-wl_um": 923,
    },
    "placed_design": {
        "io_buffer_count": 9,
        "place_ws_ps": 1180,
        "hpwlAfterDp_um": 752,
        "place_congestion": 0.813,
    },
    "outcome": {
        "outcome": "finished clean",
    },
    "finish": {
        "final_layout_top_logic_cell": "sky130_fd_sc_hd__clkdlybuf4s50_1",
        "area_growth_pct": 36.7,
        "post_route_cells_drive_above_1_share_pct": 10.2,
        "layout.cells.most_common_list": "sky130_fd_sc_hd__clkdlybuf4s50_1, sky130_fd_sc_hd__dfrtp_1, sky130_fd_sc_hd__inv_1, sky130_fd_sc_hd__o21ai_0, sky130_fd_sc_hd__dfxtp_1",
        "finalCoreUtilization_pct": 19.2,
    },
    "cts": {
        "hold_buffers": 0,
        "clk_latency_ps": 260,
        "clk_pin_slew_ps": 60,
        "clock_sink_count": 10,
        "cts_root_buf": "sky130_fd_sc_hd__clkbuf_4",
        "htree_levels": 1,
        "cell_resize_tally_after_clock_tree_synthesis": 0,
        "cts_made_buffers": 3,
        "cts_tree": "built",
        "cts-root-to-sink-buffers": 2,
        "postCtsSetupRepairBufs": 0,
    },
    "setup_path": {
        "timing.critical_path.slowest_cell_delay_ps": 460,
        "timing.critical_path.slowest_stage_cell": "sky130_fd_sc_hd__clkdlybuf4s50_1",
        "rr_endpoint": "out[1]$_DFFE_PP0P_",
        "r2r_setup_slack_ps": 1180,
        "worst_ep_required_time_ps": 2240,
        "timing.critical_path.fanout_max": 2,
        "cp_cell_sequence": "clkdlybuf4s50_1",
        "crit_type": "reg -> out",
        "setup.worst_path.start_class": "register",
        "r2r_cells": 6,
        "crit_family": "buffers and inverters",
        "critPathArrivalTime_ps": 1070,
        "worst-path-buf-inv": 1,
        "worstSetupEndpointType": "output pin",
        "critical_path.reg2reg.startpoint": "addr[0]$_DFFE_PP0P_",
    },
    "final_timing": {
        "whs_ps": 356,
        "rsz_0062_raised_after_global_routing": "no",
        "report.final.setup_viol": 0,
        "finalClockPeriodUsage_pct": 58.1,
        "hold_viol_final": 0,
        "max_freq_mhz": 615,
        "fin_ws_ps": 1170,
        "final-max-slew-violation-count": 0,
        "timing.setup.tns_ps": 0,
        "clock-skew-final_ps": 2.24,
        "timing.final.crit_period_ps": 1630,
    },
    "power_and_ir_drop": {
        "p_int_uw": 358,
        "worst_supply_voltage_drop_on_vdd_mv": 0.381,
        "power.share.clock_pct": 24.0,
        "share_seq_of_total_power_pct": 39.1,
        "p_leak_uw": 0.000287,
        "comb_power_share_pct": 36.8,
        "total_power_uw": 526,
        "p_sw_uw": 168,
        "power-per-cell-area_nw_per_um2": 800,
        "sw_frac_of_total_pct": 31.9,
    },
    "global_routing": {
        "grt.total_usage_pct": 3.31,
        "via_count_of_the_first_global_routing_pass": 377,
        "grt_first_pass_wirelength_mm": 1.68,
        "total_congestion_overflow": 0,
        "grt_max_degree": 8,
        "grt_antenna_before_repair": 0,
    },
    "floorplanning": {
        "fp_util_pct": 14.1,
        "die_x_um": 80,
        "area_of_the_core_um2": 3420,
        "chipArea_um2": 6400,
        "design.portCount": 11,
        "placementRows": 21,
        "height_of_the_die_um": 80,
    },
    "worst_hold_path": {
        "timing.hold.worst.start": "bd1.d1.Q$_DFF_P_",
        "holdPathStages": 0,
        "holdCritPathClass": "reg -> reg",
        "worstHoldEndpoint": "bd1.d2.Q$_DFF_P_",
    },
    "run": {
        "max_cap_viols": 0,
        "stage_log_warnings": 26,
    },
}
-- layout make-up --
type,instances,area (um^2)
Tap cell,46,57.6
Timing Repair Buffer,9,90.1
Fill cell,387,2760
Multi-Input combinational cell,32,228
Inverter,4,15.0
Sequential cell,10,230
Clock buffer,4,36.3
-- worst max path at each step --
stage / start / end / slack [ps] / cells after the start
global route: addr[0]$_DFFE_PP0P_ / out[1]$_DFFE_PP0P_ / 1060 / 6
finish: out[0]$_DFFE_PP0P_ / out[0] / 1170 / 1
CTS: out[0]$_DFFE_PP0P_ / out[0] / 1160 / 1
-- cells in the mapped netlist (all sizes together) --
| master | count | area share (%) |
|---|---|---|
| a22o | 1 | 1.8 |
| a31o | 1 | 1.8 |
| a32oi | 1 | 1.8 |
| and2b | 2 | 3.4 |
| and3 | 1 | 1.3 |
| buf | 1 | 1.6 |
| conb | 1 | 0.78 |
| dfrtp | 6 | 31 |
| dfxtp | 4 | 17 |
| ha | 2 | 5.2 |
| inv | 4 | 3.1 |
| mux2 | 1 | 2.3 |
| mux2i | 2 | 4.2 |
| nand2 | 2 | 1.6 |
| nand2b | 3 | 3.9 |
| nand3 | 1 | 1.0 |
| nor2 | 3 | 2.3 |
| nor3 | 1 | 1.0 |
| o21ai | 4 | 4.2 |
| o31ai | 1 | 1.6 |
| xnor2 | 2 | 3.6 |
| xor2 | 3 | 5.5 |
-- sequential cells by signal (all words and copies together) (netlist names) --
signal,count
addr,4
bd1.d1.Q,1
bd1.d2.Q,1
bd2.d1.Q,1
bd2.d2.Q,1
out,2
-- power groups by stage --
stage	Combinational, uW	Clock [uW]	Sequential, uW
CTS	197	130	206
finish	194	126	206
global route	220	139	213
-- stage by stage --
step / cell area, um^2 / cells
after floorplan: 480 / 47
after global placement: 621 / 101
after detailed placement: 621 / 101
after CTS: 657 / 105
after global routing: 657 / 105
final: 657 / 105
-- cell families after synthesis --
family / share of synthesized area, %
other: 0.781
and+or+nand+nor: 14.6
DFF: 47.9
muxes: 6.51
AOI/OAI and AO/OA: 11.2
adders and majority gates: 5.21
xor gates and xnor gates: 9.12
buffers and inverters: 4.69
-- metal layers --
layer / vias to the layer above / GRT usage, %
li1: 180 / -
met1: 161 / 4.73
met2: 13 / 3.93
met3: 0 / 2.61
met4: 0 / 0
met5: - / 0
Power is estimated from default activity; no workload was simulated.
